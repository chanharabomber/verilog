==> /design/flow/config.mk <==
export PLATFORM = sky130hd
export DESIGN_NAME = WM8731_config
export DESIGN_NICKNAME = WM8731_config
export VERILOG_FILES = /design/flow/design.v
export SDC_FILE = /design/flow/constraint.sdc
export NUM_CORES = 4
export LEC_CHECK = 1
export CORE_AREA = 10 10 106 106
export DIE_AREA = 0 0 116 116
==> /design/flow/constraint.sdc <==
current_design WM8731_config

set clk_period 1.6
set clk_io_pct 0.2

create_clock -name clk0 -period $clk_period [get_ports {CLK_50}]

set non_clock_inputs [all_inputs -no_clocks]
set_input_delay [expr $clk_period * $clk_io_pct] -clock clk0 $non_clock_inputs
set_output_delay [expr $clk_period * $clk_io_pct] -clock clk0 [all_outputs]
==> /design/flow/design.v <==
module WM8731_config(input CLK_50,input RST,output sclk,inout sda);
reg [1:0] state;
reg [3:0] word_cnt;
wire busy,start;
always @(posedge RST, posedge CLK_50) begin
	if(RST)
		state <= 2'd0;
	else case(state)
		2'd0:if(word_cnt < 4'd9) state <= 2'd1;
		2'd1:if(busy) state <= 2'd2;
		2'd2:if(!busy) state <= 2'd3;
		2'd3:state <= 2'd0; 
	endcase
end
always @(posedge RST , posedge CLK_50) begin
	if(RST)
		word_cnt <= 4'd0;
	else if(state==2'd3) 
		word_cnt <= word_cnt + 4'd1;
end
function [15:0] config_word(input [3:0] word_number);
	case(word_number)
		4'd0: config_word	=	16'h001A;  
		4'd1: config_word	=	16'h047B;  
		4'd2: config_word	=	16'h067B;  
		4'd3: config_word	=	16'h0812;
		4'd4: config_word	=	16'h0A06;
		4'd5: config_word	=	16'h0C00;
		4'd6: config_word	=	16'h0E01;
		4'd7: config_word	=	16'h1002;
		4'd8: config_word	=	16'h1201;
		default: config_word	=	16'hxxxx;
	endcase
endfunction
reg [7:0] clk_div;
always @(posedge RST , posedge CLK_50) begin
	if(RST)
		clk_div <= 8'd0;
	else 
		clk_div <= clk_div + 8'd1;
end
wire I2C_CLK = clk_div[7];
assign start = (state == 2'd1);
I2C I2C(.CLK(I2C_CLK),.RST(RST),.start(start),.busy(busy),.data(config_word(word_cnt)),.sda(sda),.sclk(sclk));
endmodule
module I2C(input CLK,input RST,input start,output reg busy,input [15:0] data,inout sda,output sclk);
parameter WM8731_raddr = 8'h34;
reg [4:0] cnt;
always @(posedge RST , posedge CLK) begin
	if(RST)
		cnt <= 5'd0;
	else if(cnt == 5'd0) begin
		if(start)
			cnt <= 5'd1;
	end else 
		cnt <= cnt + 5'd1;
end
reg [29:0] shift_data;
always @(posedge RST , posedge CLK) begin
	if(RST)
		shift_data <= 30'h3fffffff;
	else if(cnt == 5'd1)  
		shift_data <= {1'b0,WM8731_raddr,1'b1,data[15:8],1'b1,data[7:0],3'b101};
	else 
		shift_data <= {shift_data[28:0],1'b1};
end
assign sda = shift_data[29]?1'bz:1'b0;
always @(posedge RST , negedge CLK) begin
	if(RST)
		busy <= 1'b0;
	else if(cnt == 5'd0)
		busy <= 1'b0;	
	else if(cnt == 5'd2)
		busy <= 1'b1;
	else if(cnt == 5'd30)
		busy <= 1'b0;
end
assign sclk = ~(busy & CLK);
endmodule
==> /design/flow/run.sh <==
#!/bin/bash
# OpenROAD 26Q1-2900-gdf79404cd8, Yosys 0.63+post, stock flow scripts
make -C /OpenROAD-flow-scripts/flow DESIGN_CONFIG=/design/flow/config.mk WORK_HOME=/design/flow/orfs finish
==> impl_metrics.tcl <==
# metrics dict for downstream scripts
set metrics [dict create \
    cp.arrival_ns 1.18 \
    max-clock-path-buffers 2 \
    area_growth_pct 21.6 \
    final_core_utilization_pct 13.3 \
    netSwitchingFraction_pct 18.7 \
    detail-route-antenna-nets 0 \
    synth-cells-yosys 82 \
    share_seq_of_total_power_pct 56.3 \
    met1_usage_pct 2.90 \
    finalCritPeriodShare_pct 93.7 \
    final_period_minus_worst_setup_slack_ns 1.50 \
    total_half_perimeter_wirelength_after_legalization_and_detailed_placement_microns 968 \
    cellLeakagePower_nw 0.520 \
    wire_length_after_detailed_routing_microns 1300 \
    cp_cell_sequence "nand2_1 -> clkdlybuf4s50_1" \
    busiest_layer "met2" \
    postSynthSeqShare_pct 57.1 \
    cts_hold_buffers 0 \
    drive_above_1_share_pct 11.2 \
    synth_top_cell_by_area "dfrtp_1" \
    logic_gate_share_of_total_power_pct 2.0 \
    path_delay_family "buffers and inverters" \
    total_switching_power_uw 134 \
    first_global_vias 549 \
    fp-row-count 34 \
    power_per_cell_area_nw_per_um2 611 \
    chipHeight_microns 116 \
    grt_util_all_layers_pct 2.08 \
    slew_violations 0 \
    grt.met2_usage_pct 3.19 \
    netlist_instances 82 \
    drt-vias-per-instance 2.75 \
    avgRoutedWirePerCell_microns 6.60 \
    clk_pin_slew_ns 0.06 \
    first_pass_iteration_count_of_the_detailed_router 3 \
    yosysWarningCount 3 \
    gp_congestion 0.738 \
    initCoreUtil_pct 10.9 \
    totalPowerFinal_uw 719 \
    synthesis.area_sq_um 967 \
    crit_fanout 4 \
    groute.layer.met3.usage_pct 0.576 \
    outcome "finished clean" \
    ys.flop_type "dfrtp_1" \
    power_report.internal_total_uw 585 \
    chip_area_sq_um 13500 \
    drt_drc_violations_left 0 \
    synth-async-reset-ratio_pct 100 \
    place.port_buffers 2 \
    worst_skew_pair.late_latency_ns 0.25 \
    stage_log_warnings 28 \
    crit_slowest_cell "clkdlybuf4s50_1" \
    netlist-cell-type-count 24 \
    finalSetupTns_ns 0 \
    largest_stage_delay_on_the_critical_path_ns 0.45 \
    coreArea_sq_um 8850 \
    rsz0062_at_grt "no" \
    enable_flop_cells 0 \
    post_synth.cell_area_avg_sq_um 11.8 \
    worst_slack_ns 0.100 \
    grt_overflow 0 \
    first_pass_grt_wire_length_microns 2420 \
    worst_setup_path_start_kind "flip-flop" \
    top_cells_by_area "dfrtp_1 (52%), xnor2_1 (9.1%), ha_1 (7.8%)" \
    fmax_ghz 0.667 \
    endpoint_kind "output pin" \
    antenna-diode-count 0 \
    n_fill_cell 990 \
    maxCapViolations 0 \
    worstSetupPathType "reg -> out" \
    detail_route.iter0.violations 19 \
    power.share.clock_pct 41.7 \
    yosys.stat.chipArea_sq_um 967 \
    postSynthRegisterBits 22 \
    yosysTopAreaCellShare_pct 51.7 \
    htree_depth 1 \
    pre_cts_ws_ns 0.281 \
    setup_viols_final 0 \
    cp_num_buf_inv 1 \
    tritoncts "yes" \
    die_w_microns 116 \
    finalHoldViolations 0 \
    unconstrained_endpoints 6 \
    ctsRootBufferMaster "clkbuf_8" \
    initial_antenna_violation_count 0 \
    grt_max_degree 23 \
    number_of_register_pins_that_no_clock_reaches 6 \
    vias 542 \
    hp-class "in -> async" \
    inserted_clock_buffers 3 \
    ios 4 \
    clock_skew_ns 0.000988 \
    worst_path_required_ns 1.28 \
    ir_worst_vdd_v 0.000228 \
]
==> area by class of cell <==
class                           count  area [sq um]  area share, %
Clock buffer                        4          45.0           3.83
Inverter                            7          26.3           2.23
Multi-Input combinational cell     52           382           32.4
Sequential cell                    22           553           47.0
Tap cell                          108           135           11.5
Timing Repair Buffer                4          35.0           2.98
==> worst paths after layout <==
path	slack, ns	end	startpoint	cells after the start
worst min-delay path	0.40	clk_div[2]	RST	3
min in group clk0	0.47	clk_div[4]	clk_div[4]	1
worst max-delay path	0.10	sclk	clk_div[7]	2
worst max register to register	0.53	state[2]	word_cnt[0]	5
worst min register to register	0.47	clk_div[4]	clk_div[4]	1
max in group asynchronous	0.92	state[0]	RST	3
==> Yosys cell counts (2+ instances only) <==
cell,instances
a21oi_1,2
nand2_1,4
nor2_1,7
inv_1,7
dfrtp_1,20
ha_1,6
xnor2_1,10
xor2_1,2
and3_1,2
nand3_1,8
==> cells by family (layout without fill, tap and decap cells) <==
family / Yosys count / after routing / synth area share [%]
buffers and inverters: 8 / 15 / 3.49
flip-flops: 22 / 22 / 57.1
XOR/XNOR: 12 / 12 / 10.9
adder cells (fa/ha/maj): 6 / 6 / 7.76
other: 1 / 1 / 0.388
multiplexers: 1 / 1 / 1.55
AND-OR/OR-AND: 7 / 7 / 4.79
AND/OR/NAND/NOR: 25 / 25 / 14.1
==> placed cells by master (no fill, tap or decap), types with 2 or more instances in the layout <==
cell type / netlist / final
a21oi_1: 2 / 2
xnor2_1: 10 / 10
and3_1: 2 / 2
inv_1: 7 / 7
ha_1: 6 / 6
xor2_1: 2 / 2
nand2_1: 4 / 4
clkbuf_8: 0 / 3
clkdlybuf4s50_1: 0 / 2
nand3_1: 8 / 8
buf_4: 1 / 2
dfrtp_1: 20 / 19
nor2_1: 7 / 7
==> repair_timing <==
| action | CTS | global route |
|---|---|---|
| gates resized | 0 | 1 |
| endpoints found under the hold margin | 0 | 0 |
| setup endpoints to repair | 0 | 1 |
| buffers inserted | 0 | 1 |
==> registers in the layout, summed over array words and instances, names as in the netlist <==
name and cells:
clk_div 8, state 4, I2C.cnt 5, word_cnt 4
I2C.busy 1
==> power by group through the flow <==
stage	Combinational [mW]	Sequential, mW	Clock (mW)
final	0.0144	0.405	0.300
after global routing	0.0176	0.404	0.334
after CTS	0.0160	0.405	0.312
==> metal layers <==
layer  share of wire (%)  vias up
met2                  40        4
met3                 3.5        4
met5                   0        -
li1                    -      280
met1                  54      254
met4                 1.9        0
==> metrics by stage <==
step	instance area, sq um	cells	hold WS (ns)
final	1180	197	0.401
after global routing	1180	197	0.440
after detailed placement	1120	192	0.455
after floorplan	967	82	0.308
after global placement	1120	192	0.455
after CTS	1170	196	0.419
==> worst min-delay path, delay by kind of cell <==
| family | cells | cell delay (ns) |
|---|---|---|
| buf+inv | 3 | 0.71 |
Power is estimated from default activity; no workload was simulated.
