<file path="flow/constraint.sdc">
current_design singen

set clk_period 2.9
set clk_io_pct 0.2

create_clock -name clk0 -period $clk_period [get_ports {CLK}]

set non_clock_inputs [all_inputs -no_clocks]
set_input_delay [expr $clk_period * $clk_io_pct] -clock clk0 $non_clock_inputs
set_output_delay [expr $clk_period * $clk_io_pct] -clock clk0 [all_outputs]
</file>
<file path="flow/design.v">
module singen(CLK,RST,SIN_OUT);
	input CLK,RST;
	output signed [15:0] SIN_OUT;
	reg [5:0] sin_cnt;
	always @(posedge CLK or posedge RST) begin
		if(RST)
			sin_cnt <= 6'd0;
		else if(sin_cnt >= 6'd47)
			sin_cnt <= 6'd0;
		else
			sin_cnt <= sin_cnt + 6'd1;
	end
	function signed [15:0] singenerater(input [5:0] cnt);
		case(cnt)
			6'd0: singenerater = 16'd0;
			6'd1: singenerater = 16'd3919;
			6'd2: singenerater = 16'd7772;
			6'd3: singenerater = 16'd11491;
			6'd4: singenerater = 16'd15014;
			6'd5: singenerater = 16'd18281;
			6'd6: singenerater = 16'd21234;
			6'd7: singenerater = 16'd23824;
			6'd8: singenerater = 16'd26006;
			6'd9: singenerater = 16'd27744;
			6'd10: singenerater = 16'd29006;
			6'd11: singenerater = 16'd29773;
			6'd12: singenerater = 16'd30030;
			6'd13: singenerater = 16'd29773;
			6'd14: singenerater = 16'd29006;
			6'd15: singenerater = 16'd27744;
			6'd16: singenerater = 16'd26006;
			6'd17: singenerater = 16'd23824;
			6'd18: singenerater = 16'd21234;
			6'd19: singenerater = 16'd18281;
			6'd20: singenerater = 16'd15014;
			6'd21: singenerater = 16'd11491;
			6'd22: singenerater = 16'd7772;
			6'd23: singenerater = 16'd3919;
			6'd24: singenerater = 16'd0;
			6'd25: singenerater = -16'd3919;
			6'd26: singenerater = -16'd7772;
			6'd27: singenerater = -16'd11491;
			6'd28: singenerater = -16'd15015;
			6'd29: singenerater = -16'd18281;
			6'd30: singenerater = -16'd21234;
			6'd31: singenerater = -16'd23824;
			6'd32: singenerater = -16'd26006;
			6'd33: singenerater = -16'd27744;
			6'd34: singenerater = -16'd29006;
			6'd35: singenerater = -16'd29773;
			6'd36: singenerater = -16'd30030;
			6'd37: singenerater = -16'd29773;
			6'd38: singenerater = -16'd29006;
			6'd39: singenerater = -16'd27744;
			6'd40: singenerater = -16'd26006;
			6'd41: singenerater = -16'd23824;
			6'd42: singenerater = -16'd21234;
			6'd43: singenerater = -16'd18281;
			6'd44: singenerater = -16'd15015;
			6'd45: singenerater = -16'd11491;
			6'd46: singenerater = -16'd7772;
			6'd47: singenerater = -16'd3919;
			default: singenerater = 16'hxxxx;
		endcase
	endfunction
	assign SIN_OUT = singenerater(sin_cnt);
endmodule
</file>
<file path="flow/config.mk">
export PLATFORM = sky130hd
export DESIGN_NAME = singen
export DESIGN_NICKNAME = singen
export VERILOG_FILES = /design/flow/design.v
export SDC_FILE = /design/flow/constraint.sdc
export NUM_CORES = 4
export LEC_CHECK = 1
export CORE_AREA = 10 10 110 110
export DIE_AREA = 0 0 120 120
</file>
<file path="flow/run.sh">
#!/bin/bash
# OpenROAD 26Q1-2900-gdf79404cd8, Yosys 0.63+post, stock flow scripts
make -C /OpenROAD-flow-scripts/flow DESIGN_CONFIG=/design/flow/config.mk WORK_HOME=/design/flow/orfs finish
</file>
==> insert_results.sql <==
-- metrics for the results database
INSERT INTO impl_metrics (metric_group, metric, value, unit) VALUES
('final_timing', 'final-max-slew-violation-count', '0', ''),
('grt', 'grt_usage', '6.59', '%'),
('final_timing', 'report.final.setup_viol', '0', ''),
('setup_path', 'timing.critical_path.fanout_max', '15', ''),
('power_and_ir_drop', 'switching_share', '15.3', '%'),
('placement', 'portBuffers', '17', ''),
('drt', 'total_vias_in_the_final_route', '1550', ''),
('die', 'die_x', '120', 'um'),
('grt', 'first_global_vias', '1465', ''),
('synthesis', 'synth-edff-count', '0', ''),
('synthesis', 'yosys-dominant-comb-family', 'AND-OR/OR-AND gates', ''),
('power_and_ir_drop', 'vdd.ir_drop.worst', '0.0730', 'mV'),
('status', 'outcome', 'finished clean', ''),
('setup_path', 'worst-setup-path-type', 'reg2out', ''),
('final_timing', 'final_hold_viol_count', '0', ''),
('power_and_ir_drop', 'power_after_layout', '206', 'uW'),
('placement', 'dp_hpwl', '3.61', 'mm'),
('synthesis', 'synth_async_sr_flop_share', '100', '%'),
('setup_path', 'ff2ff_path_depth', '5', ''),
('drt', 'antennaDiodeCount', '0', ''),
('setup_path', 'critical_path.reg2reg.startpoint', 'sin_cnt[1]', ''),
('drt', 'remaining_antenna_violation_count', '0', ''),
('layout', 'final_cells', '348', ''),
('final_timing', 'timing.hold.ws', '521', 'ps'),
('final_timing', 'fin_worst_skew', '0.304', 'ps'),
('final_timing', 'finalClockPeriodUsage', '97.1', '%'),
('final_timing', 'timing.fmax', '0.355', 'GHz'),
('die', 'core_util_floorplan', '13.5', '%'),
('power_and_ir_drop', 'leakage_component_of_the_power', '0.698', 'nW'),
('synthesis', 'synth-adder-area-share', '12.3', '%'),
('setup_path', 'cp_num_buf_inv', '2', ''),
('drt', 'firstDrtPassIters', '4', ''),
('synthesis', 'synth-simple-area-share', '29.4', '%'),
('setup_path', 'crit_arrival', '2230', 'ps'),
('synthesis', 'ys.warnings.count', '1', ''),
('layout', 'reg_top3', 'sin_cnt x6', ''),
('grt', 'grt_max_degree', '52', ''),
('synthesis', 'yosys-stat-cells', '194', ''),
('final_timing', 'rsz0062_at_grt', 'true', ''),
('setup_path', 'crit_path_max_incr_delay', '430', 'ps'),
('die', 'design.portCount', '18', ''),
('die', 'core_box_area', '9770', 'um^2'),
('setup_path', 'cp_top_family', 'buffers and inverters', ''),
('layout', 'final_util', '18.1', '%'),
('setup_path', 'crit_path_start_kind', 'flop', ''),
('clocking', 'clock.latency.late_pin', '210', 'ps'),
('final_timing', 'post-route-min-period', '2810', 'ps'),
('clocking', 'cts_tree', 'built', ''),
('setup_path', 'crit_chain', 'buf_4 > ha_2 > ha_1 > or3_1 > o211ai_1 > nand3_2 > clkdlybuf4s50_1', ''),
('setup_path', 'cp_num_cells', '7', ''),
('clocking', 'cts_num_sinks', '6', ''),
('setup_path', 'startpoint_of_the_most_critical_setup_path', 'sin_cnt[1]', ''),
('final_timing', 'slew_headroom', '63.6', '%'),
('grt', 'wire_length_of_the_first_global_routing_pass', '7.92', 'mm'),
('placement', 'dpl.cell_count', '345', ''),
('synthesis', 'ys_types', '44', ''),
('clocking', 'post_cts.repair.setup_buffers', '0', ''),
('placement', 'placedInstanceArea', '1700', 'um^2'),
('power_and_ir_drop', 'share_clk_of_total_power', '57.6', '%'),
('power_and_ir_drop', 'power_report.internal_total', '174', 'uW'),
('placement', 'routabilityCongestion', '1.01', ''),
('synthesis', 'syn_inst', '194', ''),
('clocking', 'cts_inserted_buffers', '3', ''),
('drt', 'routed_wire_length_per_instance', '13.9', 'um'),
('setup_path', 'worst_r2r_endpoint', 'sin_cnt[3]', ''),
('setup_path', 'worstPathRequired', '2320', 'ps'),
('power_and_ir_drop', 'sequentialPowerShare', '41.0', '%'),
('drt', 'drt-initial-drc-count', '119', ''),
('hold_path', 'timing.hold.worst.class', 'reg2reg', ''),
('drt', 'detail_route.wirelength', '4.84', 'mm'),
('layout', 'largest_reg_flops', '6', '');
[power groups by stage]
| stage | clock [mW] | combinational, mW | sequential (mW) |
|---|---|---|---|
| final | 0.119 | 0.00292 | 0.0843 |
| after global routing | 0.129 | 0.00346 | 0.0842 |
| after CTS | 0.123 | 0.00308 | 0.0843 |
[cell usage after synthesis (all sizes together) (4+ instances only)]
cell    number  share of area (%)
buf         13                6.4
nand2b      10                4.7
nand2       26                7.4
o21ai       22                8.6
ha          13                 12
o211ai      10                5.7
a31oi        4                1.9
o31ai        4                2.3
dfrtp        6                 11
nor2        16                4.7
a21oi       17                6.4
nand3       10                4.2
[repair_timing]
| item | 4_1_cts | 5_1_grt |
|---|---|---|
| setup endpoints to repair | 1 | 11 |
| gates cloned | 0 | 0 |
| gates resized | 1 | 10 |
| pin swaps | 0 | 1 |
| hold buffers | 0 | 0 |
[routing by layer]
| metal | global-route usage (%) | wire, um |
|---|---|---|
| met5 | 0 | 0 |
| met3 | 1.67 | 508 |
| met2 | 10.1 | 2140 |
| met1 | 9.13 | 2110 |
| met4 | 1.51 | 82 |
[cell type report]
class	instances	area [um^2]	area share, %
clock buffer	3	41.3	2.33
inverter	5	22.5	1.27
multi-input combinational	168	1080	61.0
sequential	6	153	8.63
tap	133	166	9.41
timing repair buffer	33	307	17.3
[per-stage QoR]
stage	worst slack (ps)	TNS, ps
floorplan	716	0
global placement	222	0
detailed placement	241	0
CTS	30.5	0
global route	-40.0	-58.0
finish	85.3	0
[worst min path at each step]
stage,start,endpoint,cells past startpoint
CTS,sin_cnt[0],sin_cnt[0],1
finish,sin_cnt[0],sin_cnt[0],1
global route,sin_cnt[0],sin_cnt[0],1
[cell families after synthesis]
family | count (synthesis)
xor gates and xnor gates | 2
AOI/OAI and AO/OA | 73
DFF | 6
and+or+nand+nor | 78
adders and majority gates | 13
buffers and inverters | 20
muxes | 2
