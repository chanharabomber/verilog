==> design.v <==
module testvga1(CLOCK_50,RST,VGA_R,VGA_G,VGA_B,VGA_VS,VGA_HS,VGA_CLK);
	input CLOCK_50;
	input RST;
	output [7:0] VGA_R;
	output [7:0] VGA_G;
	output [7:0] VGA_B;
	reg [7:0] vga_R,vga_G,vga_B;
	output VGA_VS,VGA_HS;
	output VGA_CLK;
	reg VGA_VS,VGA_HS;
	reg [9:0] HCNT;
	reg [9:0] VCNT;
	reg PCLK;
	always @(posedge CLOCK_50,posedge RST) begin 
		if(RST)
			PCLK <= 1'b0;
		else
			PCLK <= ~PCLK;
	end
	assign VGA_CLK = PCLK;
	parameter HMAX = 800;
	parameter VMAX = 521;
	always @(posedge PCLK,posedge RST) begin 
		if(RST)
			HCNT <= 10'h000;
		else if (HCNT == HMAX-1'b1)
			HCNT <= 10'h000;
		else HCNT <= HCNT + 10'h001;
	end
	always @(posedge PCLK,posedge RST) begin 
		if(RST)
			VCNT <= 10'h000;
		else if (HCNT == HMAX-1'b1) begin
			if(VCNT==VMAX-10'h001)
				VCNT <= 10'h000;
			else
				VCNT <= VCNT + 10'h001;
		end
	end
	parameter HVALID = 640;
	parameter HPULSE = 96;
	parameter HBPORCH = 16;
	parameter VVALID = 480;
	parameter VPULSE = 2;
	parameter VBPORCH = 10;
	always @(posedge PCLK) begin
		if((VCNT >= VVALID + VBPORCH) && ( VCNT < (VVALID + VBPORCH + VPULSE) ))
			VGA_VS <= 1'b0;
		else
			VGA_VS <= 1'b1;
		if((HCNT >= HVALID + HBPORCH) && ( HCNT < (HVALID + HBPORCH + HPULSE) ))
			VGA_HS <= 1'b0;
		else
			VGA_HS <= 1'b1;
	end	
	always @(posedge PCLK or posedge RST) begin
		if(RST) begin
			vga_R <= 8'd0;
			vga_G <= 8'd0;
			vga_B <= 8'd0;
		end else begin
			if((VCNT < VVALID) && (HCNT < HVALID)) begin
				vga_R <= 8'd255;
				vga_G <= 8'd0;
				vga_B <= 8'd0;
				if(HCNT < 210) begin
					vga_R <= 8'd0;
					vga_G <= 8'd0;
					vga_B <= 8'd255;
				end
				if(HCNT < 420 && HCNT >=  210) begin
					vga_R <= 8'd255;
					vga_G <= 8'd255;
					vga_B <= 8'd255;
				end
			end else begin 
				vga_R <= 8'd0;
				vga_G <= 8'd0;
				vga_B <= 8'd0;	
			end
		end
	end
	assign VGA_R = vga_R;
	assign VGA_G = vga_G;
	assign VGA_B = vga_B;
endmodule
==> run.sh <==
#!/bin/bash
# OpenROAD 26Q1-2900-gdf79404cd8, Yosys 0.63+post, stock flow scripts
make -C /OpenROAD-flow-scripts/flow DESIGN_CONFIG=/design/flow/config.mk WORK_HOME=/design/flow/orfs finish
==> config.mk <==
export PLATFORM = sky130hd
export DESIGN_NAME = testvga1
export DESIGN_NICKNAME = testvga1
export VERILOG_FILES = /design/flow/design.v
export SDC_FILE = /design/flow/constraint.sdc
export NUM_CORES = 4
export LEC_CHECK = 1
export CORE_AREA = 10 10 104 104
export DIE_AREA = 0 0 114 114
==> constraint.sdc <==
current_design testvga1

set clk_period 1.3
set clk_io_pct 0.2

create_clock -name clk0 -period $clk_period [get_ports {CLOCK_50}]

set non_clock_inputs [all_inputs -no_clocks]
set_input_delay [expr $clk_period * $clk_io_pct] -clock clk0 $non_clock_inputs
set_output_delay [expr $clk_period * $clk_io_pct] -clock clk0 [all_outputs]
==> results_tabular.tex <==
% Auto-generated results table
\begin{tabular}{lr}
\hline
Metric & Value \\
\hline
\multicolumn{2}{l}{\textbf{Job}} \\
Count of maximum capacitance violations & 0 \\
Total number of warnings across the stage logs & 32 \\
\multicolumn{2}{l}{\textbf{Power}} \\
Worst ir drop on vdd & a little under 0.06 mV \\
Power density over the cells & between 30 and 40 nW/um2 \\
Cell leakage power & 0.709 nW \\
\multicolumn{2}{l}{\textbf{Layout}} \\
Count of non-filler cells in the finished layout & around 250 \\
Most numerous logic cells after layout & sky130\_fd\_sc\_hd\_\_clkdlybuf4s50\_1, sky130\_fd\_sc\_hd\_\_dfrtp\_1, sky130\_fd\_sc\_hd\_\_nor2\_1 \\
Total area of multi-input combinational cells & about 600 um2 \\
Area added between synthesis and finish & 17.1\% \\
Filler Cell Count & 970 \\
Most common cell after layout, fill and taps aside & sky130\_fd\_sc\_hd\_\_clkdlybuf4s50\_1 \\
Ratio of cells with drive above 1 in the final layout & 0.0483 \\
Register Area & 641 um2 \\
\multicolumn{2}{l}{\textbf{Final timing}} \\
Number of register pins that no clock reaches & 25 \\
Maximum clock skew at final layout & 0 ns \\
Peak clock frequency supported by timing & 936 MHz \\
Number of unconstrained endpoints & just over 50 \\
Actual transition at the worst max-transition pin & approximately 0.77 ns \\
Min Tclk post-route & about 1.1 ns \\
Setup TNS & 0 ns \\
Worst slew margin relative to its limit & 0.481 \\
Hold Violations, Final & 0 \\
Total of endpoints with negative setup slack in the final report & 0 \\
Number of max-slew violations in the final report & 0 \\
Crit share post-route & 0.822 \\
Unrepaired setup endpoints after global routing & false \\
\multicolumn{2}{l}{\textbf{Synthesis}} \\
Synth async-reset ratio & 0.923 \\
Synthesized area per cell & between 10 and 15 um2 \\
Area reported by Yosys stat & about 1400 um2 \\
Post-synthesis cell count & approximately 140 \\
Mapped cell area & around 1400 um2 \\
Unique cell types & around 41 \\
Cell total in the yosys stat output & 140 \\
Register bit total from synthesis & 26 \\
Top flip-flop cell by instance count after synthesis & sky130\_fd\_sc\_hd\_\_dfrtp\_1 \\
Register area share after synthesis & 0.443 \\
Yosys warning count & 1 \\
Number of enable flip-flop cells & 0 \\
\multicolumn{2}{l}{\textbf{Setup path}} \\
Largest incremental delay on the critical path & 0.48 ns \\
Crit path max-delay family & buffers and inverters \\
Arrival time at the worst endpoint & 0.81 ns \\
Startpoint types & flop \\
Worst Path Buf+Inv & 1 \\
Critical path type & reg2out \\
Slowest cell on crit path & sky130\_fd\_sc\_hd\_\_clkdlybuf4s50\_1 \\
List of cells traversed by the critical path & clkdlybuf4s50\_1 \\
Maximum fanout count along the critical path & 2 \\
Sort of element at the end of the critical path & output port \\
Required time of the critical path & about 1.0 ns \\
\multicolumn{2}{l}{\textbf{Clock tree}} \\
Reg clk slew, reported paths & 0 ns \\
Number of buffers inserted by post-CTS setup repair & 0 \\
Number of hold buffers added after cts & 0 \\
Clock network latency to the later pin of the worst-skew pair & 0 ns \\
Resized cells post-CTS & 0 \\
\multicolumn{2}{l}{\textbf{Routing}} \\
Iter 0 DRT Violations & $\sim$57 \\
WL/cell & 10.4 um \\
DRC violation count after routing & 0 \\
Vias per cell & between 3 and 4 \\
Ant diodes & 0 \\
Post-detailed-route count of antenna-violating nets & 0 \\
Count of vias placed by the detailed router & 951 \\
Post-detailed-routing wire length & about 2.6 mm \\
Drt pass-1 iters & 4 \\
\multicolumn{2}{l}{\textbf{Run status}} \\
Run status & finished clean \\
\multicolumn{2}{l}{\textbf{Place}} \\
Weighted congestion reported at the end of routability-driven placement & $\sim$0.85 \\
Post-DP HPWL & roughly 2.1 mm \\
Port Buffers & 28 \\
Number of cells after detailed placement & approximately 250 \\
\multicolumn{2}{l}{\textbf{Worst hold path}} \\
Class of the most critical hold timing path & in2async \\
\multicolumn{2}{l}{\textbf{Global route}} \\
Number of antenna violations at the first check in global routing & 0 \\
Largest net degree at the start of global routing & 27 \\
Global-route wire length before repair & 4.65 mm \\
GRT Overall Usage & 0.0405 \\
Leftover overflow at the end of global routing & 0 \\
Number of global-route vias before repair & roughly 960 \\
\multicolumn{2}{l}{\textbf{Floorplan}} \\
Die X & between 100 and 150 um \\
Rows & 34 \\
Standard cell core area & about 8700 um2 \\
I/O pin cnt & 29 \\
Core Density at Floorplan & 0.167 \\
Height of the chip & between 100 and 150 um \\
Chip footprint & between 10,000 and 15,000 um2 \\
\hline
\end{tabular}
## through the flow
step | setup slack [ns] | util | total power [mW] | hold slack [ns] | instance area [um2]
finish | 0.232 | 0.195 | 0.0510 | 0.444 | 1690
global route | 0.160 | 0.195 | 0.0555 | 0.472 | 1690
CTS | 0.201 | 0.195 | 0.0528 | 0.450 | 1690
detailed placement | 0.210 | 0.195 | 0.0530 | 0.455 | 1690
global placement | 0.202 | 0.195 | 0.0529 | 0.460 | 1690
floorplan | 0.459 | - | 0.0421 | 0.275 | 1450
## registers in the layout, indices dropped and copies added (netlist names)
name,flops
HCNT,10
PCLK,1
VCNT,10
VGA_HS,1
VGA_VS,1
vga_B,1
vga_G,1
vga_R,1
## metal layers
| layer | part of all wire | vias up | GRT usage |
|---|---|---|---|
| met5 | 0 | - | 0 |
| met4 | 0 | 0 | 0 |
| met3 | 0.092 | 0 | 0.00851 |
| met2 | 0.41 | 21 | 0.0649 |
| met1 | 0.49 | 450 | 0.0585 |
| li1 | - | 480 | - |
## synthesized netlist by cell type, types with 2 or more instances
cell type | number | share of area
sky130_fd_sc_hd__dfrtp_1 | 24 | 0.42
sky130_fd_sc_hd__buf_4 | 21 | 0.11
sky130_fd_sc_hd__nor2_1 | 10 | 0.026
sky130_fd_sc_hd__nand4_1 | 9 | 0.039
sky130_fd_sc_hd__inv_1 | 7 | 0.018
sky130_fd_sc_hd__nand3_1 | 6 | 0.021
sky130_fd_sc_hd__xnor2_1 | 6 | 0.036
sky130_fd_sc_hd__ha_1 | 5 | 0.043
sky130_fd_sc_hd__xor2_1 | 5 | 0.030
sky130_fd_sc_hd__nand2_1 | 4 | 0.010
sky130_fd_sc_hd__nand2b_1 | 3 | 0.013
sky130_fd_sc_hd__o31ai_1 | 3 | 0.016
sky130_fd_sc_hd__a31oi_1 | 2 | 0.0087
sky130_fd_sc_hd__and2_1 | 2 | 0.0087
sky130_fd_sc_hd__and3_1 | 2 | 0.0087
sky130_fd_sc_hd__buf_2 | 2 | 0.0069
sky130_fd_sc_hd__dfxtp_1 | 2 | 0.028
sky130_fd_sc_hd__o21bai_1 | 2 | 0.010
sky130_fd_sc_hd__o31a_1 | 2 | 0.012
sky130_fd_sc_hd__or3_1 | 2 | 0.0087
## layout make-up
| cell class | instances | area share |
|---|---|---|
| Inverter | 7 | 0.0155 |
| Timing Repair Buffer | 30 | 0.174 |
| Multi-Input combinational cell | 82 | 0.352 |
| Tap cell | 108 | 0.0798 |
| Sequential cell | 26 | 0.378 |
## report_power, final
group | switching [mW] | internal (mW)
sequential | 0 | 0.0309
combinational | 0.0153 | 0.00478
clock | 0 | 0
total | 0.0153 | 0.0357
## worst register-to-register path: stages, from the launching register on
cell	delay (ns)
sky130_fd_sc_hd__dfrtp_1	0.33
sky130_fd_sc_hd__buf_4	0.25
sky130_fd_sc_hd__inv_1	0.07
## kinds of logic (layout without fill, tap and decap cells)
family          after synthesis  count (layout)  synth area share
compound gates               17              17            0.0900
xor+xnor                     11              11            0.0667
fa+ha+maj                     5               5            0.0433
buf+inv                      32              37             0.145
flops                        26              26             0.443
mux                           2               2            0.0156
simple gates                 47              47             0.197
## path summary, 6_finish.rpt
| kind | slack [ns] | start | end | cells after the start |
|---|---|---|---|---|
| setup / recovery | 0.23 | PCLK$_DFF_PP0_ | VGA_CLK | 1 |
| hold / removal | 0.44 | RST | PCLK$_DFF_PP0_ | 2 |
| setup reg to reg | 0.53 | PCLK$_DFF_PP0_ | PCLK$_DFF_PP0_ | 2 |
| hold reg to reg | 0.68 | PCLK$_DFF_PP0_ | PCLK$_DFF_PP0_ | 2 |
| max in group asynchronous | 0.72 | RST | PCLK$_DFF_PP0_ | 2 |
| min in group clk0 | 0.68 | PCLK$_DFF_PP0_ | PCLK$_DFF_PP0_ | 2 |
No activity file was given, so power comes from the tool's default toggle rates.
